==> design/flow/design.v <==
`timescale 1ns / 1ps
module binaryCounter#(parameter x = 3, y = 8)(input clk, reset, en, output reg [x-1:0] count);
always @(posedge clk) begin
if (reset == 1) count <= 0; 
if(en == 1) begin
 if(count == y-1) count <= 0;
 else count <= count + 1;
end
end
endmodule
`timescale 1ns / 1ps
module clock(input clk, en, rst, output reg [0:6] segments, output reg [3:0] anode_active);
wire clk_out; wire [1:0] display;
reg[3:0] out;
wire [3:0] count1, count3; 
wire [2:0] count2, count4;
clockDivider #(250000)cloc(clk, rst, clk_out);
binaryCounter #(2, 4) disp(clk_out, rst, 1, display);
minutes_hours_counter clockie( en,rst, clk, count1, count3, count2, count4);
always @ (posedge clk_out) begin
case(display) 
0: begin
anode_active = 4'b1110;
out = count2;
end
1: begin
anode_active = 4'b1101;
out = count3;
end
2: begin
anode_active = 4'b1011;
out = count4;
end
3: begin 
anode_active = 4'b0111;
out = count1;
end
endcase
end 
always @ (posedge clk_out) begin
case(out)
0: segments = 7'b0000001;
1: segments = 7'b1001111;
2: segments = 7'b0010010;
3: segments = 7'b0000110;
4: segments = 7'b1001100;
5: segments = 7'b0100100;
6: segments = 7'b0100000;
7: segments = 7'b0001111;
8: segments = 7'b0000000;
9: segments = 7'b0000100;
default: segments = 7'b1001000;
endcase
end
endmodule
`timescale 1ns / 1ps
module clockDivider#(parameter n = 5000000) (input clk, rst, output reg clk_out);
reg [31:0] count;
always @ (posedge clk, posedge rst) begin
if (rst == 1'b1) count <= 32'b0;
else if (count == n-1) count <= 32'b0;
else count <= count + 1;
end
always @ (posedge clk, posedge rst) begin
if (rst) clk_out <= 0;
else if (count == n-1) clk_out <= ~ clk_out;
end
endmodule 
`timescale 1ns / 1ps
module minutes_hours_counter(input en, rst, clk, output [3:0] mins_units, output [3:0] hrs_units, output [2:0]mins_tens, hrs_tens);
wire clkout;
wire reset;
assign reset = (hrs_units == 4 && hrs_tens == 2) ? 1 : 0;
 clockDivider#(5000000) cloc(clk, rst, clkout);
 binaryCounter #(4,10) cntr1(clkout, rst, en, mins_units);
 binaryCounter #(3,6) cntr2(clkout, rst , (mins_units == 9), mins_tens);
 binaryCounter #(4,10) cntr3(clkout, (reset||rst) , (mins_units == 9 && mins_tens == 5), hrs_units);
 binaryCounter #(2,3) cntr4(clkout, rst, (mins_units == 9 && mins_tens == 5 && hrs_units == 9) || reset, hrs_tens);
endmodule
==> design/flow/run.sh <==
#!/bin/bash
# OpenROAD 26Q1-2900-gdf79404cd8, Yosys 0.63+post, stock flow scripts
make -C /OpenROAD-flow-scripts/flow DESIGN_CONFIG=/design/flow/config.mk WORK_HOME=/design/flow/orfs finish
==> design/flow/config.mk <==
export PLATFORM = sky130hd
export DESIGN_NAME = clock
export DESIGN_NICKNAME = clock
export VERILOG_FILES = /design/flow/design.v
export SDC_FILE = /design/flow/constraint.sdc
export NUM_CORES = 4
export LEC_CHECK = 1
export CORE_UTILIZATION = 30
==> design/flow/constraint.sdc <==
current_design clock

set clk_period 4.1
set clk_io_pct 0.2

create_clock -name clk0 -period $clk_period [get_ports {clk}]

set non_clock_inputs [all_inputs -no_clocks]
set_input_delay [expr $clk_period * $clk_io_pct] -clock clk0 $non_clock_inputs
set_output_delay [expr $clk_period * $clk_io_pct] -clock clk0 [all_outputs]
==> impl_metrics.py <==
# Flow results
metrics = {
    "placement": {
        "place.gp.congestion": 0.803,
        "dp_hpwl_mm": 5.54,
        "io_buffer_count": 13,
    },
    "floorplan": {
        "die_area_mm2": 0.0157,
        "fp_util_pct": 31.1,
        "coreArea_mm2": 0.0147,
        "die_h_um": 125,
        "rows": 44,
        "io_pins": 14,
        "die_w_um": 125,
    },
    "synth": {
        "async_flop_share_pct": 68.8,
        "ys_seq_share_pct": 52.1,
        "yosys_area_mm2": 0.00457,
        "syn_area_mm2": 0.00457,
        "netlist_instances": 435,
        "synth.avg_cell_area_um2": 10.5,
        "synth.distinct_cells": 45,
        "topCellsByArea": "dfrtp_1, edfxtp_1, xnor2_1",
        "ys_cells": 435,
        "synth_top_area_share_pct": 36.1,
        "yosysWarnings": 9,
        "ys.flops": 96,
        "ys.flop_type": "dfrtp_1",
        "edf_count": 13,
        "top_area_cell": "dfrtp_1",
    },
    "critical_path": {
        "arrival_ns": 2.40,
        "critPathMaxStageDelay_ns": 0.84,
        "worstSetupPathType": "reg2reg",
        "cp-start-kind": "register",
        "cp_cell_sequence": "ha_1, nand2_1, nor4_2, nand4_1, xnor2_1",
        "critPathRequiredTime_ns": 4.31,
        "end_kind": "register",
        "slowest_stage": "nor4_2",
        "cp_max_fo": 9,
    },
    "sta": {
        "untimed_endpoints": 54,
        "finalSetupViolations": 0,
        "slew_viol_final": 0,
        "hold_ws_ns": 0.473,
        "slew_headroom_pct": 37.2,
        "worst_pin_slew_ns": 0.934,
        "fin_crit_ns": 2.19,
        "hold_viol": 0,
        "tns_ns": 0,
        "skew_ns": 0.00587,
        "unclocked_pins": 30,
        "fmax_mhz": 456,
        "min_period_over_period_pct": 53.5,
        "grt_setup_unrepaired": "false",
    },
    "status": {
        "status": "finished clean",
    },
    "drt": {
        "drc": 0,
        "firstDrtPassIters": 17,
        "diodes": 0,
        "ant_nets": 0,
        "via_count": 3157,
        "viasPerCell": 4.92,
        "wl_per_cell_um": 12.1,
        "drt_iter0_markers": 173,
        "wirelength_mm": 7.75,
    },
    "clock_tree": {
        "path_clk_slew_ns": 0.06,
        "htreeDepth": 3,
        "cts_resized": 0,
        "clock_latency_ns": 0.33,
        "clockRootBuffer": "clkbuf_16",
        "numCtsBuffers": 9,
        "post_cts_buffers": 0,
        "tritoncts": "built",
        "clockBufferDepth": 2,
        "ctsHoldBuffers": 0,
    },
    "flow_run": {
        "warnings": 36,
        "drv_cap": 0,
    },
    "grt": {
        "grt_pass1_wl_mm": 14.1,
        "gr-total-overflow": 0,
        "track_usage_pct": 10.9,
        "grt_max_degree": 36,
        "grt_pass1_vias": 3052,
        "antenna_found_initial": 0,
    },
    "pwr": {
        "p_leak_nw": 2.17,
        "p_per_area_mw_per_mm2": 276,
        "max-vdd-ir-drop_v": 0.000172,
    },
    "layout": {
        "syn_to_final_growth_pct": 14.2,
        "layout-drive-gt1-share_pct": 6.11,
    },
    "hold_path": {
        "hp-class": "reg2reg",
    },
}
## sequential cells by signal, summed over array words and instances, names as in the netlist, 2 cells and up
name                 count
segments                 7
clockie.cntr3.count      4
disp.count               2
cloc.count              32
out                      4
clockie.cntr2.count      3
clockie.cloc.count      32
clockie.cntr4.count      2
anode_active             4
clockie.cntr1.count      4
## cell usage in the layout, fill, tap and decap left out, types with 4 or more instances in the layout
| cell | Yosys | routed |
|---|---|---|
| nand2b_1 | 4 | 4 |
| dfxtp_1 | 17 | 17 |
| edfxtp_1 | 13 | 13 |
| and2_1 | 4 | 4 |
| inv_1 | 25 | 24 |
| a21oi_1 | 13 | 13 |
| xnor2_1 | 39 | 39 |
| and4_1 | 6 | 6 |
| nor3_1 | 13 | 13 |
| xor2_1 | 16 | 16 |
| o31ai_1 | 4 | 4 |
| nor4b_1 | 5 | 5 |
| and3_1 | 9 | 9 |
| nand3_1 | 29 | 29 |
| clkdlybuf4s50_1 | 0 | 13 |
| nand4_1 | 23 | 23 |
| nand2_1 | 27 | 27 |
| nor2_1 | 37 | 37 |
| dfrtp_1 | 66 | 66 |
| nor4_1 | 14 | 14 |
| or4_1 | 5 | 5 |
| clkbuf_16 | 0 | 9 |
| o21ai_0 | 4 | 4 |
| ha_1 | 19 | 19 |
| nor2b_1 | 5 | 5 |
## Yosys cell counts (all sizes together), types with 2 or more instances
master / n
nor4: 17
nand2: 27
clkbuf: 7
o31ai: 4
dfxtp: 17
xnor2: 39
inv: 25
buf: 2
nand3: 30
and2: 4
or2: 2
nand2b: 4
nor4b: 5
nor2: 37
ha: 19
a21oi: 13
and3: 9
dfrtp: 66
nor2b: 5
nand3b: 2
xor2: 16
o311ai: 3
and4: 6
or4: 5
or3: 3
nand4: 24
edfxtp: 13
nor3: 13
o21ai: 4
mux2i: 3
a222oi: 2
## power breakdown
part | total, mW | internal, mW | switching [mW]
Clock | 0.768 | 0.475 | 0.293
Sequential | 0.654 | 0.654 | 0
Combinational | 0.0193 | 0.00358 | 0.0157
Total | 1.44 | 1.13 | 0.308
## cell type report
| type | instances | area (µm²) |
|---|---|---|
| clock buffers | 9 | 225 |
| clock inverters | 7 | 78.8 |
| fillers | 1379 | 9480 |
| inverters | 25 | 93.8 |
| multi-input cells | 305 | 2060 |
| flip-flops and latches | 96 | 2380 |
| well taps | 184 | 230 |
| repair buffers | 16 | 153 |
## critical path: cells and delay by family (launching register included)
kind                     cells  cell delay, ns
XOR/XNOR                     1            0.18
AND/OR/NAND/NOR              3            1.22
adder cells (fa/ha/maj)      1            0.26
flip-flops                   1            0.42
## layer usage
metal  wire, µm  vias to the layer above  global-route usage (%)
li1           -                     1594                       -
met1       3860                     1509                    16.6
met2       3490                       46                    17.0
met3        283                        8                    2.05
met4        110                        0                    1.65
met5          0                        -                       0
## stage by stage
stage          power (mW)  area (µm²)  utilization (%)  setup slack (ns)  cells
6_report             1.44        5220             35.5              1.91    642
2_1_floorplan       0.678        4570                -              1.61    435
4_1_cts              1.46        5220             35.5              1.93    642
3_3_place_gp        0.685        4920             33.5              1.82    626
3_5_place_dp        0.686        4920             33.5              1.79    626
5_1_grt              1.50        5220             35.5              1.73    642
## cell families after synthesis
| group | synth area share (%) |
|---|---|
| AOI/OAI and AO/OA | 4.92 |
| muxes | 0.656 |
| adders and majority gates | 5.20 |
| and+or+nand+nor | 23.7 |
| DFF | 52.1 |
| buffers and inverters | 2.90 |
| xor gates and xnor gates | 10.5 |
## final timing paths
path | from | to | slack (ns) | cells after the start
setup reg to reg | clockie.cloc.count[0] | clockie.cloc.count[28] | 1.91 | 5
hold / removal | cloc.count[31] | cloc.count[31] | 0.47 | 1
min in group asynchronous | rst | clockie.cloc.count[5] | 0.99 | 2
max in group asynchronous | rst | cloc.count[24] | 2.24 | 3
hold reg to reg | cloc.count[31] | cloc.count[31] | 0.47 | 1
setup / recovery | clockie.cloc.count[0] | clockie.cloc.count[28] | 1.91 | 5
Power figures rest on the tool's default switching activity, not on a simulated workload.
