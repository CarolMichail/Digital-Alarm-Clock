===== design/flow/config.mk =====
export PLATFORM = sky130hd
export DESIGN_NAME = pickMode
export DESIGN_NICKNAME = pickMode
export VERILOG_FILES = /design/flow/design.v
export SDC_FILE = /design/flow/constraint.sdc
export NUM_CORES = 4
export LEC_CHECK = 1
export CORE_UTILIZATION = 30

===== design/flow/constraint.sdc =====
current_design pickMode

set clk_period 5.3
set clk_io_pct 0.2

create_clock -name clk0 -period $clk_period [get_ports {clk}]

set non_clock_inputs [all_inputs -no_clocks]
set_input_delay [expr $clk_period * $clk_io_pct] -clock clk0 $non_clock_inputs
set_output_delay [expr $clk_period * $clk_io_pct] -clock clk0 [all_outputs]

===== design/flow/design.v =====
`timescale 1ns / 1ps
module assigupdown( input clk, upout,downout, output reg updown);
always @ (posedge clk) begin
if (upout ==1'b1 && downout ==1'b0)
begin updown=1'b0; end
else if (upout ==1'b0&& downout ==1'b1)
begin  updown=1'b1; end
else updown=1'b0;
end
endmodule
`timescale 1ns / 1ps
module clockDivider#(parameter n = 5000000) (input clk, rst, output reg clk_out);
reg [31:0] count;
always @ (posedge clk, posedge rst) begin
if (rst == 1'b1) count <= 32'b0;
else if (count == n-1) count <= 32'b0;
else count <= count + 1;
end
always @ (posedge clk, posedge rst) begin
if (rst) clk_out <= 0;
else if (count == n-1) clk_out <= ~ clk_out;
end
endmodule 
`timescale 1ns / 1ps
module debouncer(input clk, rst, in, output out);
reg q1,q2,q3;
always@(posedge clk, posedge rst) begin
 if(rst == 1'b1) begin
 q1 <= 0;
 q2 <= 0;
 q3 <= 0;
 end
 else begin
 q1 <= in;
 q2 <= q1;
 q3 <= q2;
 end
end
assign out = (rst) ? 0 : q1&q2&q3;
endmodule
`timescale 1ns / 1ps
module decoder2x4(input [1:0]in, input en,  output reg [3:0] out);
always @ (*) begin
if(en) begin
 case(in)
2'b00: out = 4'b0001;
2'b01: out = 4'b0010;
2'b10: out = 4'b0100;
2'b11: out = 4'b1000;
 endcase
 end
 end
endmodule
`timescale 1ns / 1ps
module pushButtonDetector(input clk, rst, x, output z);
wire out1, out2, clkin;
 clockDivider #(500000) cloc(clk, rst, clkin);
 debouncer deb(clkin, rst, x, out1);
 synchronizer synch(clkin, rst, out1, out2);
 risingEdgeDetector rise(clkin, rst, out2, z);
endmodule
`timescale 1ns / 1ps
module risingEdgeDetector(input clk, rst, x, output z);
reg[1:0] state, next_state;
parameter [1:0] a = 2'b00;
parameter [1:0] b = 2'b01;
parameter [1:0] c = 2'b10;
always @ (state, x) begin
case(state)
a: if(x==0) next_state = a;
else next_state = b;
b: if(x==0) next_state = a;
else next_state = c;
c: if(x==0) next_state = a;
else next_state = c;
default: next_state = a;
endcase
end
always @ (posedge clk) begin
if(rst == 1) state <= a;
else state <= next_state;
end
assign z = (state == b);
endmodule
`timescale 1ns / 1ps
module pickMode(input clk, en, rst, up, down, output  [3:0]out);
wire [1:0] count;  
wire outup;
wire outdown;
wire upDown;
pushButtonDetector BTNR(clk, rst, up,  outup);
pushButtonDetector BNTL(clk, rst, down,  outdown);
assigupdown a(clk, outdown, outup,  upDown);
upDownCounter #(4) c1 (clk, rst, upDown, count);  
decoder2x4 dec(count, en, out);
endmodule
`timescale 1ns / 1ps
module synchronizer(input clk, rst, in, output out);
reg q1,q2;
always@(posedge clk, posedge rst) begin
 if(rst == 1'b1) begin
 q1 <= 0;
 q2 <= 0;
 end
 else begin
 q1 <= in;
 q2 <= q1;
 end
end
assign out = q2;
endmodule
`timescale 1ns / 1ps
module upDownCounter #(parameter n = 2) (input   clk, reset, UpDown, output reg[n-1:0] count);
always @(posedge clk or posedge reset) begin 
if (reset == 1 ) count <= 0;
else if (UpDown == 0) count <= count + 1;  
else if (UpDown == 1) count <= count - 1; 
else count <= count;
end 
endmodule

===== design/flow/run.sh =====
#!/bin/bash
# OpenROAD 26Q1-2900-gdf79404cd8, Yosys 0.63+post, stock flow scripts
make -C /OpenROAD-flow-scripts/flow DESIGN_CONFIG=/design/flow/config.mk WORK_HOME=/design/flow/orfs finish

==> flow_metrics.rpt <==
PHYSICAL IMPLEMENTATION REPORT
----------------------------------------------------
[Detailed routing]
  Detailed router's first-iteration violation count ........................ about 54
  Mean number of vias per cell ........................ roughly 4.6
  Count of unresolved DRC violations after routing ........................ 0
  Antenna cell count ........................ 0
  Tally of nets with antenna violations remaining after routing ........................ 0
  Count of TritonRoute iterations in the first routing pass ........................ 4
  Routed wire per std cell ........................ approximately 12 um
  Total via count in the routed design ........................ about 2,300
  Sum of routed wire length over all layers ........................ between 5 and 6 mm

[Power]
  Power density over the cells ........................ between 200 and 300 mW/mm^2
  Lkg Pwr ........................ roughly 1.9 nW
  VDD IR-drop max ........................ ~0.12 mV
  Tot Pwr ........................ between 1 and 1.5 mW

[Logic synthesis]
  Compound-Gate Fraction of Synth Area ........................ 0.878%
  Share of synthesized area spent on multiplexers ........................ 0%
  Area of the mapped netlist ........................ roughly 0.0037 mm^2
  Area fraction in and, or, nand and nor cells after synthesis ........................ about a quarter
  Synthesized area per cell ........................ around 11 um^2
  Number of distinct library cell variants in the gate-level netlist after synthesis ........................ 36
  Number of enable flip-flop cells ........................ 0
  Yosys stat chip area ........................ between 0.003 and 0.004 mm^2
  Post-synth top area share ........................ 52.7%
  Share of flip-flops with an asynchronous set or reset after synthesis ........................ about nine tenths
  Dominant non-sequential cell family after synthesis ........................ simple AND/OR/NAND/NOR gates
  Most used DFF post-synth ........................ dfrtp_1
  Number of instances in the synthesized netlist ........................ around 330
  Top area cell types ........................ dfrtp_1 (53%), xor2_1 (7.3%), xnor2_1 (7.1%)
  Dominant cell type by area after synthesis ........................ dfrtp_1
  Adder share ........................ less than 1%
  Yosys warning tally ........................ 8
  Cell count listed in synth_stat.txt ........................ between 300 and 400
  Xor/xnor share of the synthesized area ........................ between 10% and 20%
  Number of storage elements in the synthesis netlist ........................ approximately 87

[Global route]
  Total global routing track utilization ........................ a little over a tenth
  GR Overflow Total ........................ 0
  Antenna violations before repair ........................ 0
  Number of global-route vias before repair ........................ around 2,300
  Global-route wire length before repair ........................ about 11 mm
  Maximum number of pins on one net before global-route repair ........................ about 53

[Timing]
  Crit path setup slack, layout ........................ around 3.2 ns
  Unrepaired setup endpoints after global routing ........................ false
  Worst Max-Slew Pin Slew ........................ 0.600 ns
  Final clock skew ........................ 0.00565 ns
  Final sum of negative setup slack ........................ 0 ns
  Final clock period utilization by the worst path ........................ about two fifths
  Number of unconstrained endpoints ........................ 23
  Final Hold Fails ........................ 0
  Max-slew violation count ........................ 0
  Maximum operating frequency ........................ between 400 and 500 MHz
  Register pins left without a clock ........................ 18
  Min cycle time layout ........................ ~2.1 ns
  Setup violators final ........................ 0
  Max transition margin ........................ between 50% and 60%

[Place]
  Placement-stage worst setup slack ........................ 2.81 ns
  Hpwl dp ........................ approximately 3.9 mm
  Final GP Congestion ........................ ~0.77
  Total cell area at the placement stage ........................ 0.00398 mm^2
  Count of buffers inserted at the top-level ports ........................ 8

[Critical path]
  Critical R2R Capture ........................ BNTL.cloc.count[17]$_DFF_PP0_
  R2R cell count ........................ 6
  Crit Path Category ........................ in2async
  Launch point of the worst reg-to-reg path ........................ BNTL.cloc.count[23]$_DFF_PP0_
  Critical path endpoint category ........................ async pin
  Slack of the worst reg-to-reg path ........................ 3.24 ns
  Critical path required time ........................ 5.76 ns
  Critical-path maximum fanout ........................ about 52
  Data arrival time at the worst-slack endpoint ........................ about 2.5 ns
  Worst Setup Start Kind ........................ primary input

[Finish]
  Share of final-layout standard cells stronger than drive strength 1 ........................ around 11%
  Top cell excl fill/tap ........................ dfrtp_1
  Top cells excl fill/tap ........................ dfrtp_1 (78), nor2_1 (33), xor2_1 (31)
  Final design area excluding fillers ........................ about 0.0042 mm^2
  Synth-to-Final Area Change ........................ 14.7%

[Worst hold path]
  Worst-case hold path end point ........................ BNTL.cloc.count[31]$_DFF_PP0_
  Critical hold path startpoint ........................ BNTL.cloc.count[31]$_DFF_PP0_
  Class of the tightest hold or removal check ........................ reg2reg
  Hold depth ........................ 1

[Outcome]
  Result of the run ........................ finished clean

[Floorplan]
  Core utilization at floorplan ........................ a little under a third
  Die width ........................ roughly 110 um
  FP Rows ........................ approximately 40
  Die Area ........................ ~0.013 mm^2
  Vertical die dimension ........................ 113 um
  Total I/O pin count ........................ 9
  Area of the core ........................ roughly 0.012 mm^2

[Clocking]
  Number of buffers inserted to repair setup after CTS ........................ 0
  CTS tree ........................ yes
  Number of gates resized after cts ........................ 0
  CTS Buf Count ........................ 9
  Worst-skew pair later-pin latency ........................ roughly 0.33 ns
  Deepest clock path buffer count ........................ 2
  CTS Root Buffer Type ........................ clkbuf_16
  Clock transition at path regs ........................ 0.05 ns
  Hold buffers post-CTS ........................ 0
  CTS H-tree lvls ........................ 3

[Job]
  # Max-Cap Violations ........................ 0
  Number of warnings in the stage logs ........................ 25

----------------------------------------------------
## Yosys cell counts (all sizes together), types with 4 or more instances
cell type and count:
nand4 19, dfrtp 78, xnor2 30, dfxtp 5
nor4 12, nand3 27, nor4b 4, and3 8
buf 4, inv 8, nor3 8, xor2 31
nor2b 6, nand2 22, dlxtp 4, and4 7
nor2 33
## worst max path at each step
stage	startpoint	end	slack, ns
4_1_cts	rst	BTNR.cloc.count[20]$_DFF_PP0_	3.16
5_1_grt	rst	BTNR.cloc.count[20]$_DFF_PP0_	3.00
6_report	rst	BTNR.cloc.count[20]$_DFF_PP0_	3.23
## per-layer routing
metal,GRT usage (%),wire [um]
met2,15.5,2540
met5,0,0
met1,16.7,2980
met4,1.05,75
met3,3.77,258
## cell families after synthesis
kind of cell	after synthesis
DFF	83
and+or+nand+nor	157
latches	4
AOI/OAI and AO/OA	5
xor gates and xnor gates	61
adders and majority gates	2
buffers and inverters	13
## sequential cells by signal (all words and copies together) (netlist names), 2 cells and up
signal / count
BNTL.cloc.count: 32
BNTL.rise.state: 2
BTNR.cloc.count: 32
BTNR.rise.state: 2
c1.count: 2
dec.out: 4
## cell type report
| class | count | area [um^2] |
|---|---|---|
| Clock buffer | 11 | 243 |
| Tap cell | 147 | 184 |
| Timing Repair Buffer | 12 | 110 |
| Inverter | 8 | 31.3 |
| Sequential cell | 87 | 2110 |
| Multi-Input combinational cell | 225 | 1540 |
| Fill cell | 1163 | 7760 |
| Clock inverter | 4 | 25.0 |
## report_power, final
group / switching, mW / internal, mW / total, mW / leakage [nW]
sequential: 0 / 0.528 / 0.528 / 1.12
clock: 0.209 / 0.325 / 0.533 / 0.127
combinational: 0.0122 / 0.00372 / 0.0159 / 0.657
total: 0.221 / 0.856 / 1.08 / 1.91
## worst max-delay path, cell delays in order
cell             delay, ns
clkdlybuf4s50_1       0.42
clkinv_2              0.05
buf_4                 0.50
buf_4                 0.49
## per-stage QoR
stage          hold slack [ns]  util, %  instances
2_1_floorplan            0.443        -        325
3_3_place_gp             0.463     33.1        479
3_5_place_dp             0.463     33.1        479
4_1_cts                  0.481     35.4        494
5_1_grt                  0.487     35.4        494
6_report                 0.479     35.4        494
Power figures rest on the tool's default switching activity, not on a simulated workload.
